**./run.sh**
```bash
#!/bin/bash
# OpenROAD 26Q1-2900-gdf79404cd8, Yosys 0.63+post, stock flow scripts
make -C /OpenROAD-flow-scripts/flow DESIGN_CONFIG=/design/flow/config.mk WORK_HOME=/design/flow/orfs finish
```
**./config.mk**
```make
export PLATFORM = sky130hd
export DESIGN_NAME = Time_multiplexing
export DESIGN_NICKNAME = Time_multiplexing
export VERILOG_FILES = /design/flow/design.v
export SDC_FILE = /design/flow/constraint.sdc
export NUM_CORES = 4
export LEC_CHECK = 1
export CORE_UTILIZATION = 30
```
**./constraint.sdc**
```tcl
current_design Time_multiplexing

set clk_period 3.0
set clk_io_pct 0.2

create_clock -name clk0 -period $clk_period [get_ports {clock_100Mhz}]

set non_clock_inputs [all_inputs -no_clocks]
set_input_delay [expr $clk_period * $clk_io_pct] -clock clk0 $non_clock_inputs
set_output_delay [expr $clk_period * $clk_io_pct] -clock clk0 [all_outputs]
```
**./design.v**
```verilog
`timescale 1ns / 1ps
module Blinky_1Hz(clock_in, clock_out);
 input clock_in;  
 output clock_out;  
 reg [31:0] counter_out;  
 reg clock_out;  
 initial begin
    counter_out<=32'h00000000;  
    clock_out<=0;
 end
 always @(posedge clock_in)
 begin
    counter_out<=counter_out + 32'h0000001;  
    if (counter_out>32'h2FAF080)  
    begin
        counter_out<=32'h00000000;  
        clock_out <= ~clock_out;  
    end
 end
 endmodule
`timescale 1ns / 1ps
module Hour_Counter(clk, reset,hours_counter,Start);
    input clk, reset,Start;
    output [3:0] hours_counter;
reg [11:0] counter_up;
reg [3:0] counter_up1;
reg enable;
initial
begin
counter_up1<=4'd0;
end
initial
begin
counter_up<=12'd0;
end
always @(posedge clk or posedge reset)
begin
if(reset)
begin
 counter_up1 <= 4'd0;
 counter_up<=12'd0;
end 
else if(Start)
 begin 
 counter_up <= counter_up + 12'd1; 
if(counter_up>=3599)
begin
counter_up<=0;
enable<=1;
end
if(enable==1 && counter_up==0)
begin
counter_up1<=counter_up1+4'd1;
end
if(counter_up1>=12)
begin
counter_up1<=0;
end
end
else
begin
counter_up1 <= counter_up1;
counter_up <=counter_up;
end
end
assign hours_counter = counter_up1;
endmodule
`timescale 1ns / 1ps
module Minuts_counter(clk,reset,min_counter,Start);
    input clk,reset,Start;  
    output [5:0] min_counter;
reg [5:0] counter_up;
reg [5:0] counter_up1;
reg enable;
initial
begin
counter_up1<=6'd0;
end
initial
begin
counter_up<=6'd0;
end
always @(posedge clk or posedge reset )
begin
if(reset)
begin
 counter_up1 <= 6'd0;
 counter_up <=6'd0; 
 end
else if (Start) 
 begin 
 counter_up <= counter_up + 6'd1; 
if(counter_up>=59)
begin
counter_up<=0;
enable<=1;
end
if(enable==1 && counter_up==0)
begin
counter_up1<=counter_up1+6'd1;
end
if(counter_up1>=59)
begin
counter_up1<=0;
end
end
else begin
counter_up1 <= counter_up1;
 counter_up <=counter_up;
end
end
assign min_counter = counter_up1;
endmodule
`timescale 1ns / 1ps
module Seconds_counter(clk,reset,counter,Start);
input clk,reset,Start;  
output [5:0] counter;
reg [5:0] counter_up;
always @(posedge clk or posedge reset)
begin
if(reset)
counter_up<=6'd0;
else if(Start)
begin
counter_up<=counter_up+6'd1;
if(counter_up>=59)
begin
counter_up<=6'd0;
end
end
else
begin
counter_up<=counter_up;
end
end
assign counter = counter_up;
endmodule
`timescale 1ns / 1ps
module Segment_Seconds(bcd,seg1);
input [5:0] bcd;
output reg [13:0] seg1;
always @ (bcd)
begin
   case(bcd)
          0: seg1 = 14'b0000001_0000001;  
          1: seg1 = 14'b0000001_1001111;  
          2: seg1 = 14'b0000001_0010010;  
          3: seg1 = 14'b0000001_0000110;  
          4: seg1 = 14'b0000001_1001100;  
          5: seg1 = 14'b0000001_0100100;  
          6: seg1 = 14'b0000001_0100000;  
          7: seg1 = 14'b0000001_0001111;  
          8: seg1 = 14'b0000001_0000000;  
          9: seg1 = 14'b0000001_0000100;  
          10: seg1 = 14'b1001111_0000001;  
          11: seg1 = 14'b1001111_1001111;  
          12: seg1 = 14'b1001111_0010010;  
          13: seg1 = 14'b1001111_0000110;  
          14: seg1 = 14'b1001111_1001100;  
          15: seg1 = 14'b1001111_0100100;  
          16: seg1 = 14'b1001111_0100000;  
          17: seg1 = 14'b1001111_0001111;  
          18: seg1 = 14'b1001111_0000000;  
          19: seg1 = 14'b1001111_0000100;  
          20: seg1 = 14'b0010010_0000001;  
          21: seg1 = 14'b0010010_1001111;  
          22: seg1 = 14'b0010010_0010010;  
          23: seg1 = 14'b0010010_0000110;  
          24: seg1 = 14'b0010010_1001100;  
          25: seg1 = 14'b0010010_0100100;  
          26: seg1 = 14'b0010010_0100000;  
          27: seg1 = 14'b0010010_0001111;  
          28: seg1 = 14'b0010010_0000000;  
          29: seg1 = 14'b0010010_0000100;  
          30: seg1 = 14'b0000110_0000001;  
          31: seg1 = 14'b0000110_1001111;  
          32: seg1 = 14'b0000110_0010010;  
          33: seg1 = 14'b0000110_0000110;  
          34: seg1 = 14'b0000110_1001100;  
          35: seg1 = 14'b0000110_0100100;  
          36: seg1 = 14'b0000110_0100000;  
          37: seg1 = 14'b0000110_0001111;  
          38: seg1 = 14'b0000110_0000000;  
          39: seg1 = 14'b0000110_0000100;  
          40: seg1 = 14'b1001100_0000001;  
          41: seg1 = 14'b1001100_1001111;  
          42: seg1 = 14'b1001100_0010010;  
          43: seg1 = 14'b1001100_0000110;  
          44: seg1 = 14'b1001100_1001100;  
          45: seg1 = 14'b1001100_0100100;  
          46: seg1 = 14'b1001100_0100000;  
          47: seg1 = 14'b1001100_0001111;  
          48: seg1 = 14'b1001100_0000000;  
          49: seg1 = 14'b1001100_0000100;  
          50: seg1 = 14'b0100100_0000001;  
          51: seg1 = 14'b0100100_1001111;  
          52: seg1 = 14'b0100100_0010010;  
          53: seg1 = 14'b0100100_0000110;  
          54: seg1 = 14'b0100100_1001100;  
          55: seg1 = 14'b0100100_0100100;  
          56: seg1 = 14'b0100100_0100000;  
          57: seg1 = 14'b0100100_0001111;  
          58: seg1 = 14'b0100100_0000000;  
          59: seg1 = 14'b0100100_0000100;  
          default: seg1 = 14'b0000001_0000001;
    endcase
end    
endmodule
`timescale 1ns / 1ps
module Segments_Minuts(minuts_bcd,seg2);
input [5:0] minuts_bcd;
output reg [13:0] seg2;
always @ (minuts_bcd)
begin
   case(minuts_bcd)
           0: seg2 = 14'b0000001_0000001;  
           1: seg2 = 14'b0000001_1001111;  
           2: seg2 = 14'b0000001_0010010;  
           3: seg2 = 14'b0000001_0000110;  
           4: seg2 = 14'b0000001_1001100;  
           5: seg2 = 14'b0000001_0100100;  
           6: seg2 = 14'b0000001_0100000;  
           7: seg2 = 14'b0000001_0001111;  
           8: seg2 = 14'b0000001_0000000;  
           9: seg2 = 14'b0000001_0000100;  
           10: seg2 = 14'b1001111_0000001;  
           11: seg2 = 14'b1001111_1001111;  
           12: seg2 = 14'b1001111_0010010;  
           13: seg2 = 14'b1001111_0000110;  
           14: seg2 = 14'b1001111_1001100;  
           15: seg2 = 14'b1001111_0100100;  
           16: seg2 = 14'b1001111_0100000;  
           17: seg2 = 14'b1001111_0001111;  
           18: seg2 = 14'b1001111_0000000;  
           19: seg2 = 14'b1001111_0000100;  
           20: seg2 = 14'b0010010_0000001;  
           21: seg2 = 14'b0010010_1001111;  
           22: seg2 = 14'b0010010_0010010;  
           23: seg2 = 14'b0010010_0000110;  
           24: seg2 = 14'b0010010_1001100;  
           25: seg2 = 14'b0010010_0100100;  
           26: seg2 = 14'b0010010_0100000;  
           27: seg2 = 14'b0010010_0001111;  
           28: seg2 = 14'b0010010_0000000;  
           29: seg2 = 14'b0010010_0000100;  
           30: seg2 = 14'b0000110_0000001;  
           31: seg2 = 14'b0000110_1001111;  
           32: seg2 = 14'b0000110_0010010;  
           33: seg2 = 14'b0000110_0000110;  
           34: seg2 = 14'b0000110_1001100;  
           35: seg2 = 14'b0000110_0100100;  
           36: seg2 = 14'b0000110_0100000;  
           37: seg2 = 14'b0000110_0001111;  
           38: seg2 = 14'b0000110_0000000;  
           39: seg2 = 14'b0000110_0000100;  
           40: seg2 = 14'b1001100_0000001;  
           41: seg2 = 14'b1001100_1001111;  
           42: seg2 = 14'b1001100_0010010;  
           43: seg2 = 14'b1001100_0000110;  
           44: seg2 = 14'b1001100_1001100;  
           45: seg2 = 14'b1001100_0100100;  
           46: seg2 = 14'b1001100_0100000;  
           47: seg2 = 14'b1001100_0001111;  
           48: seg2 = 14'b1001100_0000000;  
           49: seg2 = 14'b1001100_0000100;  
           50: seg2 = 14'b0100100_0000001;  
           51: seg2 = 14'b0100100_1001111;  
           52: seg2 = 14'b0100100_0010010;  
           53: seg2 = 14'b0100100_0000110;  
           54: seg2 = 14'b0100100_1001100;  
           55: seg2 = 14'b0100100_0100100;  
           56: seg2 = 14'b0100100_0100000;  
           57: seg2 = 14'b0100100_0001111;  
           58: seg2 = 14'b0100100_0000000;  
           59: seg2 = 14'b0100100_0000100;  
           default: seg2 = 14'b0000001_0000001;
    endcase
end    
endmodule
`timescale 1ns / 1ps
module Hours_segment(hours_bcd,seg3);
input [3:0] hours_bcd;
output reg [13:0] seg3;
always @ (hours_bcd)
begin
   case(hours_bcd)
           0: seg3 = 14'b0000001_0000001;  
           1: seg3 = 14'b0000001_1001111;  
           2: seg3 = 14'b0000001_0010010;  
           3: seg3 = 14'b0000001_0000110;  
           4: seg3 = 14'b0000001_1001100;  
           5: seg3 = 14'b0000001_0100100;  
           6: seg3 = 14'b0000001_0100000;  
           7: seg3 = 14'b0000001_0001111;  
           8: seg3 = 14'b0000001_0000000;  
           9: seg3 = 14'b0000001_0000100;  
           10: seg3 = 14'b1001111_0000001;  
           11: seg3 = 14'b1001111_1001111;  
           12: seg3 = 14'b1001111_0010010;  
           default: seg3 = 14'b0000001_0000001;
    endcase
end    
endmodule
`timescale 1ns / 1ps
module Time_multiplexing( clock_100Mhz,reset,Anode_Activate,LED_out,Start );
input clock_100Mhz;  
input reset;  
input Start;
output reg [7:0] Anode_Activate;  
output reg [6:0] LED_out;
wire [2:0] LED_activating_counter;
reg [19:0] refresh_counter;
wire clock_out;
wire [13:0] seg1;
wire [13:0] seg2;
wire [13:0] seg3;
wire [5:0] counter;
wire [5:0] min_counter;
wire [3:0] hours_counter;
Blinky_1Hz inst0(.clock_in(clock_100Mhz), .clock_out(clock_out));
Seconds_counter inst1(.clk(clock_out),.reset(reset),.counter(counter),.Start(Start));
Segment_Seconds inst2(.bcd(counter),.seg1(seg1));
Minuts_counter inst3(.clk(clock_out),.reset(reset),.min_counter(min_counter),.Start(Start));
Segments_Minuts inst4(.minuts_bcd(min_counter),.seg2(seg2));
Hour_Counter inst5(.clk(clock_out), .reset(reset),.hours_counter(hours_counter),.Start(Start));
Hours_segment inst6(.hours_bcd(hours_counter),.seg3(seg3));
always @(posedge clock_100Mhz or posedge reset)
    begin 
        if(reset==1)
            refresh_counter <= 0;
        else
            refresh_counter <= refresh_counter + 1;
    end 
    assign LED_activating_counter = refresh_counter[19:17];
    always @(*)
    begin
        case(LED_activating_counter)
        3'b000: begin
            Anode_Activate = 8'b0111_1111; 
            LED_out=seg1 [6:0];
              end
        3'b001: begin
            Anode_Activate = 8'b1011_1111;
            LED_out=seg1 [13:7]; 
              end
        3'b010: begin
            Anode_Activate = 8'b1101_1111;
            LED_out=seg2 [6:0]; 
            end
        3'b011: begin
            Anode_Activate = 8'b1110_1111;
            LED_out=seg2 [13:7]; 
               end
        3'b100: begin
                           Anode_Activate = 8'b1111_0111;
                          LED_out=seg3 [6:0];
                              end
         3'b101: begin
                         Anode_Activate = 8'b1111_1011;
                                          LED_out=seg3 [13:7]; 
                                    end
          3'b110: begin
                           Anode_Activate = 8'b1111_1111;
                                     end
            3'b111: begin
                             Anode_Activate = 8'b1111_1111;
                                       end
        endcase
    end
endmodule
```
==> notes.md <==
yosys + openroad results -> Pleak=2.61 nW, ys cells=771, clock buffer depth=2, worst vdd rail ir drop=0.255 mV, Setup Buffers After CTS=0, Slew headroom=45.1%, remaining antenna violation count=0, routed len/inst=13.0 um, setup TNS=0 ps, CTS Buf Count=5, register pins left without a clock=41, global-route wire length before repair=22,900 um, Clock Latency Late Sink=290 ps, pwr/cell area=260 nW/um2, Max Clock Skew=3.52 ps, vias after detailed routing=5,307, pin count of the biggest net entering global routing=43, Crit Path Max Fanout=13, ys flop type=dfrtp_1, CTS root buf=clkbuf_16, Syn Inst Count=771, Placer Congestion=0.921, fin util=33.1%, vias in the first global route=4,746, ys async rst share=57.4%, Yosys top cell by instances=nand2_1, Die H=150 um, Crit Path Class=reg2out, Peak Freq=0.377 GHz, Yosys reg bits=94, worst path arrival time=2050 ps, width of the die=150 um, Pwr Total=1.83 mW, Slew Viols, Final=0, Critical Path Sink Type=primary output, Row Count=53, CP Launch Point=refresh_counter[19], clock slew at reported path FFs=70 ps, total track usage=12.5%, TritonCTS clock tree=yes, count of library flops with an enable pin=1, Reg-to-Reg Start=inst0.counter_out[19], yosys synthesis warning count=8, DR DRC count=0, OpenROAD warnings=46, RSZ-0062 raised after global routing=false, Startpoint Class=register, IO Count=18, maxcap violations=0, Yosys cell types=90, cell area after synthesis=6580 um2, top-area cell type share of the netlist area=20.5%, initial drt markers=207, total die size=22,500 um2, post-layout period usage=88.3%, Cells after DPL=1,025, hpwl dp=9540 um, status=finished clean, core area=21,300 um2, IO buf count=15, final non-filler cell total=1,033, Hold Path Origin=refresh_counter[13], DR pass1 iterations=4, area delta synth->final=6.96%, worst slew pin tran=824 ps, hold_buf cts=0, Yosys chip area=6580 um2, Antenna diodes=0, post_cts resized=0, layout cell share with drive strength beyond 1=9.23%, DR vias/cell=5.14, largest area contributor in the netlist=dfrtp_1, Synth top cells by count=nand2_1, nor2_1, dfrtp_1, total gr overflow=0, final hold vios=0, top post-synthesis cells by area=dfrtp_1, dfxtp_1, ha_1, endpoints left unconstrained=48, syn_area_per_cell=8.53 um2, final WL=13,400 um, worst hold path type=reg2reg, initial antenna violation count=0, floorplan core density=30.9%, setup violators final=0, final worst path period need=2650 ps, Critical Path RT=2400 ps, # H-tree levels=2
[state kept, by name, indices dropped and copies added, names as in the netlist]
register / count
inst0.counter_out: 32
refresh_counter: 20
inst5.counter_up: 12
LED_out: 7
inst1.counter_up: 6
inst3.counter_up1: 6
inst3.counter_up: 6
inst5.counter_up1: 4
inst0.clock_out: 1
[metal layers]
layer | GRT usage (%) | vias to the layer above | wire length, um
met4 | 3.43 | 0 | 373
met2 | 19.1 | 134 | 5900
met1 | 19.0 | 2414 | 6590
met3 | 1.24 | 29 | 578
li1 | - | 2730 | -
met5 | 0 | - | 0
[final cells by class]
| cell class | instances | area [um2] |
|---|---|---|
| inverters | 35 | 131 |
| multi-input cells | 598 | 4080 |
| clock buffers | 5 | 125 |
| clock inverters | 3 | 17.5 |
| fillers | 2172 | 14200 |
| repair buffers | 23 | 210 |
| flip-flops and latches | 94 | 2130 |
| well taps | 275 | 344 |
[critical path: stages, from the launching register on]
cell and delay [ps]:
dfrtp_1 520, ha_1 380, or2_2 350, nand2_1 70, clkdlybuf4s50_1 450
[worst paths after layout]
check,to,slack [ps],cells after the start
worst max-delay path,Anode_Activate[6],350,4
worst min-delay path,refresh_counter[13],470,1
worst max register to register,inst0.clock_out,940,4
worst min register to register,refresh_counter[13],470,1
max in group asynchronous,refresh_counter[11],1820,2
min in group asynchronous,refresh_counter[0],760,2
[logic make-up after synthesis]
group | count (synthesis) | synth area share (%)
xor+xnor | 53 | 7.06
fa+ha+maj | 32 | 6.09
compound gates | 183 | 19.0
flops | 87 | 30.7
simple gates | 304 | 26.4
buf+inv | 85 | 5.97
other cells | 2 | 0.114
mux | 18 | 3.06
latches | 7 | 1.60
[cell usage in the layout (no fill, tap or decap), types with 6 or more instances in the layout]
cell type and count:
nand2_1 68, or2_2 7, o31ai_1 8, inv_1 30
xor2_1 27, o22ai_1 13, dlxtn_1 7, dfrtp_1 54
nand2b_1 23, nor3_1 14, nor2_4 16, a21oi_1 29
o21ai_0 41, o211ai_1 14, conb_1 8, nor2_1 58
dfxtp_1 32, nand3_1 31, ha_1 32, nand4_1 20
nor3b_1 6, and3_1 7, a21o_1 7, buf_4 8
xnor2_1 26, nor2b_1 12, a31oi_1 12, mux2i_1 10
clkdlybuf4s50_1 15, mux2_2 7, a211oi_1 6
[stage by stage]
step	cell area, um2	worst slack, ps	hold slack [ps]
6_report	7040	351	470
5_1_grt	7040	252	488
4_1_cts	7040	332	476
3_5_place_dp	6890	655	461
3_3_place_gp	6890	676	464
2_1_floorplan	6600	1090	441
[power by group]
part | internal, mW | switching, mW | total, mW
Combinational | 0.156 | 0.245 | 0.402
Sequential | 0.813 | 0.0600 | 0.873
Clock | 0.306 | 0.246 | 0.552
Total | 1.28 | 0.552 | 1.83
Power is estimated from default activity; no workload was simulated.
